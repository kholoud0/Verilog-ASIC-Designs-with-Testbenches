==> /design/flow/design.v <==
module DATA_SAMPLING(
    input             CLK,
    input             RST,
    input   [5:0]    edge_cnt,
    input   [5:0]    Prescale,
    input            dat_samp_en,
    input            RX_IN,
    output   reg     sampled_bit
);
reg    [2:0] samples;
always @(posedge CLK or negedge RST) begin
        if (!RST)
            samples <= 3'b000;
        else if (dat_samp_en) begin
            if (edge_cnt == Prescale/2 - 1 || edge_cnt == Prescale/2 || edge_cnt == Prescale/2 + 1)
            samples <= {samples[1:0], RX_IN};
        end
        else  begin
          samples <= 3'b000;
        end
    end
always @(posedge CLK or negedge RST ) begin
    if (!RST) begin
        sampled_bit <= 1'b0;
    end
    else if (dat_samp_en) begin
        if (samples[0] + samples[1] + samples[2] >= 2)
        sampled_bit = 1'b1;
    else
        sampled_bit = 1'b0;
    end
end
endmodule
module DESERIALIZER(
    input                 CLK,
    input                 RST,
    input                 deser_en,
    input                 sampled_bit,
    output  reg   [7:0]   P_DATA
);
always @(posedge CLK or negedge RST) begin
    if(!RST)
    begin
        P_DATA <= 8'b00000000;
    end
    else if(deser_en)
    begin
        P_DATA <= {sampled_bit, P_DATA[7:1]};
    end
    else
    begin
      P_DATA <= P_DATA;
    end
end
endmodule
module EDGE_BIT_COUNTER(
    input           CLK,
    input           RST,
    input           enable,
    input   [5:0]   Prescale,
    output  reg  [3:0]   bit_cnt,
    output  reg  [5 :0]   edge_cnt
);
always @(posedge CLK or negedge RST ) begin
    if (!RST) begin
        edge_cnt <= 'd0;
        bit_cnt <= 'd0;
    end
    else if (enable) begin
        if (edge_cnt>= Prescale-1) begin
            edge_cnt <= 'd0;
            bit_cnt <= bit_cnt +1;
        end
        else begin
          edge_cnt <= edge_cnt +1;
        end
    end
    else begin
      edge_cnt <= 'd0;
      bit_cnt <= 'd0;
    end
end
endmodule
module FSM(
    input           CLK,
    input           RST,
    input           RX_IN,
    input           PAR_EN,
    input  [5:0]    edge_cnt,
    input  [3:0]    bit_cnt,
    input           strt_glitch,
    input           par_err,
    input           stp_err,
    input   [5:0]   Prescale,
    output  reg     dat_samp_en,
    output  reg     enable,
    output  reg     par_chk_en,
    output  reg     strt_chk_en,
    output  reg     stp_chk_en,
    output  reg     data_valid,
    output  reg     deser_en
);
reg     [2:0]   c_state;
reg     [2:0]   n_state;
localparam  IDEAL       = 3'b001 ,
            START       = 3'b010,
            DATA        = 3'b011,
            PARITY      = 3'b100,
            STOP        = 3'b101,
            DAT_VALID   = 3'b110;
always @(posedge CLK or negedge RST ) begin
    if (!RST) begin
        c_state <= IDEAL;
    end
    else begin
      c_state <= n_state;
    end
end
always @(*) begin
    case(c_state)
    IDEAL: begin
        dat_samp_en <= 1'b0 ;
        enable      <= 1'b0 ;
        par_chk_en  <= 1'b0 ;
        strt_chk_en <= 1'b0 ;
        stp_chk_en  <= 1'b0 ;
        data_valid  <= 1'b0 ;
        deser_en    <= 1'b0 ;
        if(!RX_IN)
            n_state <= START ;
        else
            n_state <= IDEAL ;
    end
    START: begin
        dat_samp_en <= 1'b1 ;
        enable      <= 1'b1 ;
        par_chk_en  <= 1'b0 ;
        strt_chk_en <= 1'b0 ;
        stp_chk_en  <= 1'b0 ;
        data_valid  <= 1'b0 ;
        deser_en    <= 1'b0 ;
        if(edge_cnt >= Prescale -2) strt_chk_en <= 1'b1 ; 
        if(edge_cnt >= Prescale -1) begin
          if(!strt_glitch)
            n_state <= DATA ;
        else
            n_state <= IDEAL ;
        end
        else begin
          n_state <= START ;
        end
    end
    DATA: begin
        dat_samp_en <= 1'b1 ;
        enable      <= 1'b1 ;
        par_chk_en  <= 1'b0 ;
        strt_chk_en <= 1'b0 ;
        stp_chk_en  <= 1'b0 ;
        data_valid  <= 1'b0 ;
        deser_en    <= 1'b0 ;
        if(edge_cnt== Prescale-2) deser_en    <= 1'b1 ;
        if(bit_cnt >= 4'b1001) begin
            if (PAR_EN) begin
                n_state <= PARITY;
            end
            else begin
              n_state <= STOP;
            end
        end
        else
            n_state <= DATA ;
    end 
    PARITY: begin
        dat_samp_en <= 1'b1 ;
        enable      <= 1'b1 ;
        par_chk_en  <= 1'b0 ;
        strt_chk_en <= 1'b0 ;
        stp_chk_en  <= 1'b0 ;
        data_valid  <= 1'b0 ;
        deser_en    <= 1'b0 ;
        if(edge_cnt == (Prescale-2)) par_chk_en  <= 1'b1 ;
        if(edge_cnt >= Prescale -1) begin
          if(!par_err)
            n_state <= STOP ;
        else
            n_state <= IDEAL ;
        end
        else begin
          n_state <= PARITY ;
        end
    end
    STOP: begin
        dat_samp_en <= 1'b1 ;
        enable      <= 1'b1 ;
        par_chk_en  <= 1'b0 ;
        strt_chk_en <= 1'b0 ;
        stp_chk_en  <= 1'b0 ;
        data_valid  <= 1'b0 ;
        deser_en    <= 1'b0 ;
        if(edge_cnt == (Prescale-2)) stp_chk_en  <= 1'b1 ;
        if(edge_cnt >= Prescale -1) begin
          if(!stp_err)
            n_state <= DAT_VALID ;
        else
            n_state <= IDEAL ;
        end
        else begin
          n_state <= STOP ;
        end
    end
    DAT_VALID: begin
        dat_samp_en <= 1'b0 ;
        enable      <= 1'b0 ;
        par_chk_en  <= 1'b0 ;
        strt_chk_en <= 1'b0 ;
        stp_chk_en  <= 1'b0 ;
        data_valid  <= 1'b1 ;
        deser_en    <= 1'b0 ;
        n_state <= IDEAL ;
    end
    endcase
end
endmodule
module PARITY_CHECK(
    input       CLK,
    input       RST,
    input       par_chk_en,
    input       PAR_TYP,
    input       sampled_bit,
    input   [7:0]   P_DATA,
    output  reg     par_err
);
wire Calculated_PArity;
assign Calculated_PArity = PAR_TYP? ~^P_DATA :^P_DATA;
always @(posedge CLK or negedge RST) begin
    if (!RST) begin
        par_err <= 1'b0;
    end
    else if (par_chk_en) begin
        if (Calculated_PArity == sampled_bit) begin
            par_err <= 1'b0;
        end
        else begin
            par_err <= 1'b1;
        end
    end
    else begin
      par_err <= 1'b0;
    end
end
endmodule
module STRT_CHECK(
    input       CLK,
    input       RST,
    input       strt_chk_en,
    input       sampled_bit,
    output  reg     strt_glitch
);
always @(posedge CLK or negedge RST) begin
    if (!RST) begin
        strt_glitch <= 1'b0;
    end
    else if(strt_chk_en) begin
      if(sampled_bit == 1'b0) begin
        strt_glitch <= 1'b0;
      end
      else begin
        strt_glitch <= 1'b1;
      end
    end
    else begin
      strt_glitch <= 1'b0;
    end
end
endmodule
module STOP_CHECK(
    input       CLK,
    input       RST,
    input       stp_chk_en,
    input       sampled_bit,
    output  reg     stp_err
);
always @(posedge CLK or negedge RST) begin
    if (!RST) begin
        stp_err <= 1'b0;
    end
    else if(stp_chk_en) begin
      if(sampled_bit == 1'b1) begin
        stp_err <= 1'b0;
      end
      else begin
        stp_err <= 1'b1;
      end
    end
    else begin
      stp_err <= stp_err;
    end
end
endmodule
module UART_RX(
    input               RX_IN,
    input        [5:0]  Prescale,
    input               CLK,
    input               RST,
    input               PAR_TYP,
    input               PAR_EN,
    output  wire [7:0]  P_DATA,
    output  wire        data_valid
);
wire        deser_en;
wire        sampled_bit;
wire        enable;
wire [3:0]  bit_cnt;
wire [5:0]  edge_cnt;
wire        par_chk_en;
wire        par_err;
wire        stp_chk_en;
wire        stp_err;
wire        strt_chk_en;
wire        strt_glitch;
wire        dat_samp_en;
FSM fsm(
    .CLK(CLK),
    .RST(RST),
    .RX_IN(RX_IN),
    .PAR_EN(PAR_EN),
    .edge_cnt(edge_cnt),
    .bit_cnt(bit_cnt),
    .strt_glitch(strt_glitch),
    .par_err(par_err),
    .stp_err(stp_err),
    .Prescale(Prescale),
    .dat_samp_en(dat_samp_en),
    .enable(enable),
    .par_chk_en(par_chk_en),
    .strt_chk_en(strt_chk_en),
    .stp_chk_en(stp_chk_en),
    .data_valid(data_valid),
    .deser_en(deser_en)
);
DATA_SAMPLING sampling(
    .CLK(CLK),
    .RST(RST),
    .edge_cnt(edge_cnt),
    .Prescale(Prescale),
    .dat_samp_en(dat_samp_en),
    .RX_IN(RX_IN),
    .sampled_bit(sampled_bit)
);
STRT_CHECK start(
    .CLK(CLK),
    .RST(RST),
    .strt_chk_en(strt_chk_en),
    .sampled_bit(sampled_bit),
    .strt_glitch(strt_glitch)
);
STOP_CHECK stop(
    .CLK(CLK),
    .RST(RST),
    .stp_chk_en(stp_chk_en),
    .sampled_bit(sampled_bit),
    .stp_err(stp_err)
);
PARITY_CHECK peaity(
    .CLK(CLK),
    .RST(RST),
    .par_chk_en(par_chk_en),
    .PAR_TYP(PAR_TYP),
    .sampled_bit(sampled_bit),
    .P_DATA(P_DATA),
    .par_err(par_err)
);
EDGE_BIT_COUNTER edge_bit_counter(
    .CLK(CLK),
    .RST(RST),
    .enable(enable),
    .Prescale(Prescale),
    .bit_cnt(bit_cnt),
    .edge_cnt(edge_cnt)
);
DESERIALIZER deserializer(
    .CLK(CLK),
    .RST(RST),
    .deser_en(deser_en),
    .sampled_bit(sampled_bit),
    .P_DATA(P_DATA)
);
endmodule
==> /design/flow/run.sh <==
#!/bin/bash
# OpenROAD 26Q1-2900-gdf79404cd8, Yosys 0.63+post, stock flow scripts
make -C /OpenROAD-flow-scripts/flow DESIGN_CONFIG=/design/flow/config.mk WORK_HOME=/design/flow/orfs finish
==> /design/flow/config.mk <==
export PLATFORM = sky130hd
export DESIGN_NAME = UART_RX
export DESIGN_NICKNAME = UART_RX
export VERILOG_FILES = /design/flow/design.v
export SDC_FILE = /design/flow/constraint.sdc
export NUM_CORES = 4
export LEC_CHECK = 1
export CORE_UTILIZATION = 50
==> /design/flow/constraint.sdc <==
current_design UART_RX

set clk_period 2.6
set clk_io_pct 0.2

create_clock -name clk0 -period $clk_period [get_ports {CLK}]

set non_clock_inputs [all_inputs -no_clocks]
set_input_delay [expr $clk_period * $clk_io_pct] -clock clk0 $non_clock_inputs
set_output_delay [expr $clk_period * $clk_io_pct] -clock clk0 [all_outputs]
==> summary.txt <==
Implementation results. The run finished with clean final reports. The capture point of the critical path was reported as edge_bit_counter.bit_cnt[3]$_DFFE_PN0P_. Max-cap violation count landed at 0.

Counting flops with a built-in enable in the synthesized netlist gives 0. At the later pin of the worst-skew pair, clock insertion delay measures between 0.2 and 0.3 ns. The worst setup path is launched from a primary input.

Area of the multi-input gates landed at 0.001426 mm^2. Number of pins with negative max-slew slack in the final report landed at 0. Post-synth the commonest register cell is dfrtp_1.

Clock tree synthesis selected as its root buffer the cell clkbuf_8. Number of unique standard cell types used by synthesis landed at roughly 45. The number of warnings reported in the stage logs is 31. Post-detailed-routing wire length landed at 4815 um. Hold timing on the final database bottoms out at a slack of 0.5518 ns. Counting the fill cells in the layout gives 371. Mean instance size in the synthesized netlist landed at 9.331 um^2. The power report attributes to the clock group a share of 32.8%. Yosys instantiated no cell more often than dfrtp_1.

The data arrival time reported for the critical path is 2.72 ns. The floorplan step set the die width to 70.17 um. Number of global-route vias before repair landed at 1769. Net switching power of the design landed at 0.2702 mW. Per-cell routed wire length landed at 14.33 um.

The critical path in this run is classified as primary input to flip-flop. Number of antenna-violating nets in the routed design landed at 0. Leaving out filler cells and counting taps, the final layout contains 336. The worst path in the final design needs a cycle of approximately 2.5 ns, including I/O delays and setup. For this run, design rule violations remaining after detail routing come to 0. The worst setup path is captured at a flip-flop.

In the final run the clock tree shows a worst skew of around 0.0017 ns. Initial antenna violation count landed at 0. Utilization of the core after routing landed at 63.75%. For this run, the number of Yosys warnings is 7.

At the end of routability-driven placement, the weighted congestion stood at 0.8854. Logic depth along the worst register-to-register path is recorded as 8. Number of unconstrained endpoints landed at 13. Looking at the reg2reg group, the worst path ends at edge_bit_counter.bit_cnt[3]$_DFFE_PN0P_.

After routing, the total negative slack on setup checks comes to 0 ns. OpenSTA lists the critical path startpoint as Prescale[2]. Counting endpoints that fail hold in the final report gives 0. Leakage power of the design landed at 1.301 nW.

The worst register-to-register path has a setup slack of a little under 0.5 ns. Row count landed at 24. Required arrival time at the worst endpoint landed at 2.81 ns. The worst hold path belongs to the class flip-flop to flip-flop. Summing all flip-flop and latch instances after layout gives 837.1 um^2.

Power density over the cells landed at 370.1 mW/mm^2. The synthesized design spends more area on one cell type than any other, namely dfrtp_1. The final timing report counts setup violations totalling 0.

For this run, the total global-route usage over all layers was measured as 22.05%. In this run, post-CTS hold repair placed 0 buffers. Yosys reports that the most numerous cell types are 27 x dfrtp_1, 21 x ha_1, 21 x xnor2_1, 17 x nor2_1, 15 x nand2_1. In the final layout, the share of cells above drive strength 1 is a little under a fifth. The global route stage reports its total congestion overflow as 0.

Once routing completed, OpenROAD measured the worst setup slack at roughly 0.084 ns. Sorting the synthesized cells by area gives the leading types as dfrtp_1 29%, ha_1 11%, xnor2_1 7.9%, dlxtn_1 5.8%, mux2_2 3.9%. Total instance count after detailed placement landed at 331. Total clock buffers created by CTS landed at 3. Sequential share of power landed at 44.4%. After floorplanning, the die was sized to cover 0.004924 mm^2. Quantity of I/O buffers inserted on ports landed at 19.

Count of inserted antenna diode cells landed at 0. Area growth from synthesis to layout landed at 21.11%. Area share of the largest cell type after synthesis landed at 29.08%. The share of the core area taken by cells at floorplan is 52.64%. In the routed layout, each cell is associated on average with a via count of between 5 and 6.

Synthesized chip area reported by yosys landed at 0.002323 mm^2. The cell count after synthesis came out at 249. Max fanout on the critical path was recorded as 5. The die is 70.17 um tall. The total area inside the core boundary comes to 0.004414 mm^2.

Combinational group share of total power landed at 22.8%. The first global-routing pass estimated between 8000 and 9000 um of wire. Looking at the clock tree report, the H-tree level count equals 1. Worst-case setup slack after placement landed at -0.2839 ns.

20 I/O pins were placed. Relative max-transition margin landed at 61.97%. TritonCTS built the clock tree. Post-synthesis cell area landed at roughly 0.0023 mm^2. Yosys stat counts approximately 250 cells in the synthesized netlist. For this block, the initial DRC count from the detailed router was 85. Internal power contribution landed at 0.7714 mW. Based on the critical path, the design can be clocked at up to 0.3975 GHz.

Number of register pins that no clock reaches landed at 9. According to the report, the first pass of detailed routing completed in 4 iterations. Post-detailed-placement half-perimeter wirelength landed at between 3000 and 4000 um. Per the detail_route report, the via count comes to 1830. Net switching fraction of the power landed at 25.94%. The launch point of the worst register-to-register path is recorded as edge_bit_counter.edge_cnt[0]$_DFF_PN0_. Share of async-settable or async-resettable flops after synthesis landed at between 70% and 80%. The highest supply drop recorded on VDD is 0.0003301 V. Register clock-pin slew on the reported worst setup and hold paths landed at 0.09 ns. Maximum clock insertion buffer count landed at 2. Pin slew with the least headroom to its limit landed at 0.5705 ns. The final timing summary puts the cycle share of the worst path at 96.77%. The post-synth register bit count is 37.

Pin count of the biggest net entering global routing landed at 29.
cells by family after synthesis:
group           count (synthesis)  synth area share (%)
xor+xnor                       31                 11.69
mux                            13                 6.031
simple gates                   74                 16.69
compound gates                 50                 14.00
latches                         9                 5.816
fa+ha+maj                      21                 11.31
flops                          28                 30.21
buf+inv                        23                 4.254
power groups by stage:
stage     Clock (mW)  Combinational [mW]  Sequential (mW)
4_1_cts        0.352               0.231            0.462
5_1_grt        0.369               0.267            0.464
6_report       0.341               0.238            0.463
worst max-delay path, cell delays in order:
cell and delay (ns):
clkdlybuf4s50_1 0.50, inv_2 0.06, ha_2 0.18, nand2_1 0.06, nand2_1 0.06, xor2_1 0.14, ha_1 0.27, inv_1 0.05
o21a_2 0.24, or4_1 0.51, a21oi_1 0.13
metal layers:
layer,track usage [%],vias to the layer above,wire [um]
met5,0,-,0
met4,0.6667,0,16
met3,2.920,2,156
met2,30.66,23,1957
met1,39.85,861,2685
li1,-,944,-
how the worst min path moves through the flow:
stage / start / end / depth (start not counted)
after global routing: sampling.samples[2]$_DFFE_PN0P_ / sampling.samples[2]$_DFFE_PN0P_ / 2
final: sampling.samples[2]$_DFFE_PN0P_ / sampling.samples[2]$_DFFE_PN0P_ / 2
after CTS: sampling.samples[2]$_DFFE_PN0P_ / sampling.samples[2]$_DFFE_PN0P_ / 2
area by class of cell:
type                    instances  area share (%)
multi-input cells             189           50.69
flip-flops and latches         37           29.75
repair buffers                 42           13.12
well taps                      52           2.312
inverters                      12           1.601
clock buffers                   3           1.467
clock inverters                 1           1.067
per-stage QoR:
step	total power [mW]	cell area, um^2
after CTS	1.045	2766
after floorplan	0.6016	2325
after global routing	1.099	2814
after detailed placement	0.6985	2690
final	1.042	2814
after global placement	0.6989	2690
what timing repair did:
action | 4_1_cts | 5_1_grt
resized | 1 | 14
setup endpoints to repair | 3 | 10
setup buffers | 0 | 1
pin swaps | 0 | 8
flip-flops by register name, indices dropped and copies added (netlist names):
signal	flops
deserializer.P_DATA	8
edge_bit_counter.bit_cnt	4
edge_bit_counter.edge_cnt	6
fsm.c_state	3
fsm.dat_samp_en	1
fsm.data_valid	1
fsm.deser_en	1
fsm.n_state	3
fsm.par_chk_en	1
fsm.stp_chk_en	1
fsm.strt_chk_en	1
peaity.par_err	1
sampling.sampled_bit	1
sampling.samples	3
start.strt_glitch	1
stop.stp_err	1
cell usage in the layout, fill, tap and decap left out, types with 2 or more instances in the layout:
master / synthesis / routed
o211ai_1: 3 / 3
a21o_1: 2 / 2
a21oi_1: 13 / 12
nor2_1: 17 / 16
clkdlybuf4s50_1: 0 / 18
mux2i_1: 5 / 5
clkbuf_8: 0 / 3
nand2b_1: 4 / 4
and3_1: 5 / 5
mux2_2: 8 / 8
nand2_1: 15 / 14
inv_1: 12 / 10
o31ai_1: 3 / 3
nor3b_1: 3 / 3
or4_1: 2 / 2
dlxtn_1: 9 / 9
inv_2: 0 / 2
ha_1: 21 / 17
o21ai_0: 11 / 10
buf_4: 0 / 22
o21ai_2: 1 / 2
and2_1: 2 / 2
nor2b_1: 5 / 5
or3_1: 3 / 3
xor2_1: 10 / 10
dfrtp_1: 27 / 27
o21a_1: 6 / 5
nand3_1: 12 / 12
ha_2: 0 / 3
a22oi_1: 2 / 2
xnor2_1: 21 / 21
Power and IR drop assume default switching activity.
