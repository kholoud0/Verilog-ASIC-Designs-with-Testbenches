`design/flow/run.sh`:
```
#!/bin/bash
# OpenROAD 26Q1-2900-gdf79404cd8, Yosys 0.63+post, stock flow scripts
make -C /OpenROAD-flow-scripts/flow DESIGN_CONFIG=/design/flow/config.mk WORK_HOME=/design/flow/orfs finish
```
`design/flow/design.v`:
```
module REG_8_16(
  input wire  [15:0] WrData,
  input wire  [2:0]  Address,
  input              WrEn,
  input              RdEn,
  input              CLK,
  input              RST,
  output  reg [15:0] RdData
);
reg [15:0]  REGISTER [0:7];
always @(posedge CLK or negedge RST) begin
  if(!RST) begin
    RdData <= 16'b0;
    REGISTER[0] <= 16'b0;
    REGISTER[1] <= 16'b0;
    REGISTER[2] <= 16'b0;
    REGISTER[3] <= 16'b0;
    REGISTER[4] <= 16'b0;
    REGISTER[5] <= 16'b0;
    REGISTER[6] <= 16'b0;
    REGISTER[7] <= 16'b0;
end
else begin
  if(WrEn & !RdEn) 
    REGISTER[Address] <= WrData;  
  else if(RdEn & ! WrEn) 
    RdData <= REGISTER[Address];  
end
end
endmodule
```
`design/flow/constraint.sdc`:
```
current_design REG_8_16

set clk_period 1.2
set clk_io_pct 0.2

create_clock -name clk0 -period $clk_period [get_ports {CLK}]

set non_clock_inputs [all_inputs -no_clocks]
set_input_delay [expr $clk_period * $clk_io_pct] -clock clk0 $non_clock_inputs
set_output_delay [expr $clk_period * $clk_io_pct] -clock clk0 [all_outputs]
```
`design/flow/config.mk`:
```
export PLATFORM = sky130hd
export DESIGN_NAME = REG_8_16
export DESIGN_NICKNAME = REG_8_16
export VERILOG_FILES = /design/flow/design.v
export SDC_FILE = /design/flow/constraint.sdc
export NUM_CORES = 4
export LEC_CHECK = 1
export CORE_UTILIZATION = 30
```
==> reports/README.md <==
| Stage | Metric | This run |
|---|---|---|
| status | Status | completed |
| logic synthesis | Registers, synthesis | 144 |
| sta | # setup viols final | 0 |
| finish | Fraction of final layout cells sized beyond drive strength 1 | 0.451 |
| drt | Post-route DRC violation count | 0 |
| floorplan | Starting utilization of the core area | 0.306 |
| logic synthesis | Top_reg_cell synth | dfrtp_1 |
| placement | Worst slack at placement | -0.830 ns |
| worst setup path | Count of buffering cells on the critical path with inverters included | 1 |
| logic synthesis | Async S/R FF share, synth | 1.00 |
| drt | Via total after detailed routing | 4113 |
| logic synthesis | Area reported by Yosys stat | 6430 µm² |
| placement | Post-DP HPWL | 10100 µm |
| floorplan | Vert. Die Dim | 148 µm |
| worst setup path | Biggest fanout along the worst timing path | 2 |
| job | Count of max-cap constraint violations | 0 |
| sta | Worst slew margin relative to its limit | 0.655 |
| drt | Routed via count divided by cell count | 4.89 |
| floorplan | I/O pin count | 39 |
| worst setup path | Critical-path cell list | buf_2 |
| worst setup path | Startpoint kind of the worst setup timing path | register |
| sta | Final Cycle Share | 0.998 |
| worst setup path | Worst setup path startpoint | RdData[5] |
| drt | Initial DRC count | 183 |
| worst setup path | Crit-path slowest cell | dfrtp_1 |
| logic synthesis | Yosys Warn Count | 2 |
| cts | Clock H-tree levels | 4 |
| cts | Maximum buffer depth of the clock tree | 2 |
| cts | Post-CTS clock slew at the launch and capture registers of the worst setup and hold paths | 0.06 ns |
| worst setup path | WP data required | 0.96 ns |
| global route | Via count of the first global-routing pass | 4380 |
| global route | Number of antenna violations at the first check in global routing | 0 |
| power | Maximum VDD drop | 0.000890 V |
| global route | Wire length of the first global-routing pass | 24800 µm |
| sta | Max Clock Skew | 0.00696 ns |
| drt | Remaining antenna violation count | 0 |
| drt | Total inserted antenna cells | 0 |
| cts | Root Buffer | clkbuf_16 |
| placement | Routability cong. | 0.783 |
| logic synthesis | Mean instance size in the synthesized netlist | 13.9 µm² |
| finish | Layout overhead on the synthesized area | 29.2% |
| worst setup path | Setup Crit Path Kind | reg2out |
| sta | Worst Max-Slew Pin Slew | 0.515 ns |
| logic synthesis | Distinct cell type count after synthesis | 27 |
| logic synthesis | Cell area after synthesis | 6430 µm² |
| global route | Total GRT Usage | 0.152 |
| worst setup path | Crit Reg-Reg Startpoint | REGISTER[2][4] |
| sta | Maximum achievable frequency | 835 MHz |
| sta | Post-layout min period | 1.20 ns |
| cts | Skew-Pair Late Insertion Delay | 0.41 ns |
| power | Leakage dissipation | 3.79 nW |
| hold path | Hold crit path type | in2reg |
| floorplan | Core Box Area | 21000 µm² |
| drt | Detailed-router iteration count before antenna repair | 4 |
| logic synthesis | Post-synth EDFFs | 0 |
| worst setup path | Data arrival, critical path | 0.96 ns |
| power | Ratio of total power to cell area | 1720 nW/µm² |
| floorplan | Number of placement rows | 53 |
| worst setup path | Crit end category | output pin |
| cts | # clock sinks | 144 |
| cts | CTS buffer count | 17 |
| sta | Unrepaired setup endpoints after global routing | yes |
| drt | Total wire length after detailed routing | 15200 µm |
| worst setup path | Largest stage delay on the critical path | 0.41 ns |
| cts | CTS tree | yes |
| finish | Utilization of the core after routing | 0.396 |
| floorplan | Die Size | 22000 µm² |
| global route | Largest net degree at the start of global routing | 38 |
| floorplan | Horizontal die dimension | 148 µm |
| hold path | HP Start | RdEn |
| logic synthesis | Proportion of synthesized chip area in sequential cells | 0.560 |
| drt | Routed wire per std cell | 18.0 µm |
| job | Number of logged tool warnings | 28 |
| logic synthesis | Cell count listed in synth_stat.txt | 464 |
| placement | Number of port buffers | 38 |
| finish | Commonest cells after routing, fill and taps aside | dfrtp_1, mux2_2, mux2i_1 |
| logic synthesis | Number of standard cells after synthesis | 464 |
| sta | Total count of hold-check failures in the final report | 0 |
| global route | Total overflow reported by the global router | 0 |
| sta | Worst setup margin | 0.00266 ns |
| finish | Most used logic cell in the final layout | dfrtp_1 |
| worst setup path | Cell class contributing the biggest share of worst-path delay | flip-flops |
| sta | Final max-slew violation count | 0 |
-- power by group --
part	switching [mW]	total, mW	internal, mW
sequential	0.577	6.55	5.97
clock	2.08	5.28	3.20
combinational	0.949	2.50	1.55
total	3.60	14.3	10.7
-- synthesized netlist by cell type, types with 2 or more instances --
cell	count	area, µm²
nand2b_1	4	25.0
buf_2	14	70.1
a2bb2oi_1	4	35.0
buf_4	4	30.0
a211oi_1	12	90.1
a21oi_1	4	20.0
nor2_1	5	18.8
nor2_2	3	18.8
nand2_1	19	71.3
o22ai_1	28	175
o31ai_1	4	30.0
clkbuf_1	8	30.0
nand3b_2	2	22.5
mux2_2	118	1330
dfrtp_1	144	3600
o21ai_0	12	60.1
nor3b_1	12	90.1
mux2_4	10	150
buf_1	2	7.51
mux2i_1	48	480
-- area by class of cell --
cell class                      instances  area, µm²
Sequential cell                       144       3600
Inverter                                1       3.75
Fill cell                            1896      12700
Tap cell                              275        344
Timing Repair Buffer                   99        958
Multi-Input combinational cell        290       2810
Clock buffer                           19        453
Clock inverter                         13        148
-- metrics by stage --
| stage | hold slack [ns] | power [mW] | TNS, ns | area, µm² | cells |
|---|---|---|---|---|---|
| final | 0.387 | 14.3 | 0 | 8320 | 841 |
| after CTS | 0.479 | 14.4 | -0.0210 | 8280 | 839 |
| after detailed placement | 0.142 | 9.12 | -100.71 | 7620 | 799 |
| after global placement | 0.133 | 9.02 | -98.43 | 7620 | 799 |
| after floorplan | -0.0556 | 8.11 | -21.11 | 6590 | 464 |
| after global routing | 0.412 | 15.1 | -0.0908 | 8320 | 841 |
-- logic make-up (layout without fill, tap and decap cells) --
kind of cell,after synthesis,after routing,share of synthesized area
and+or+nand+nor,50,50,0.0478
muxes,176,176,0.305
DFF,144,144,0.560
AOI/OAI and AO/OA,64,64,0.0638
buffers and inverters,30,132,0.0237
-- flip-flops by register name, summed over array words and instances, names as in the netlist --
register  count
RdData       16
REGISTER    128
-- metal layers --
layer,GRT usage,up-vias,share of wire
met5,0,-,0
met4,0.0170,0,0.011
met3,0.0429,13,0.050
met2,0.234,77,0.47
met1,0.226,2125,0.47
li1,-,1898,-
-- timing repair --
action	4_1_cts	5_1_grt
hold endpoints to repair	26	0
buffers inserted	5	2
resized	63	11
hold buffers	3	0
cloned	0	0
pin swaps	1	1
setup endpoints to repair	160	87
-- worst reg2reg max path: stages (launching register included) --
cell and delay (ns):
dfrtp_1 0.38, nor3b_1 0.23, a211oi_1 0.09, o22ai_1 0.17
o21ai_0 0.10
-- final timing paths --
kind | to | slack [ns] | cells past startpoint
worst max-delay path | RdData[5] | 0.003 | 1
worst min-delay path | RdData[12] | 0.39 | 4
max in group asynchronous | REGISTER[6][4] | 0.25 | 3
min in group asynchronous | REGISTER[2][13] | 0.68 | 3
worst max register to register | RdData[4] | 0.11 | 4
worst min register to register | RdData[15] | 0.47 | 2
Power figures rest on the tool's default switching activity, not on a simulated workload.
