`flow/design.v`:
```
module ALU_TOP #(parameter WIDTH =16)(
  input wire  [WIDTH-1:0]   A,B,
  input wire  [3:0]         ALU_FUN,
  input wire                clk,rst,
  output  wire [2*WIDTH:0]  Arith_OUT,
  output  wire [WIDTH-1:0]  Logic_Out,
  output  wire [WIDTH-1:0]  CMP_Out,
  output  wire  [WIDTH-1:0] Shift_Out,
  output  wire               Arith_Flag,
  output  wire               Logic_Flag,
  output  wire               CMP_Flag,
  output  wire               Shift_Flag
); 
wire  Arith_Enable;
wire  Logic_Enable;
wire  CMP_Enable;
wire  Shift_Enable;
DECODER_2_4 DECODER_UNIT(
  .ALU_FUN(ALU_FUN[3:2]),
  .Arith_Enable(Arith_Enable),
  .Logic_Enable(Logic_Enable),
  .CMP_Enable(CMP_Enable),
  .Shift_Enable(Shift_Enable)
  );
ARITHMETIC_UNIT A_UNIT(
  .A(A),
  .B(B),
  .Arith_enable(Arith_Enable),
  .clk(clk),
  .rst(rst),
  .ALU_FUN(ALU_FUN[1:0]),
  .Arith_out(Arith_OUT),
  .Arith_Flag(Arith_Flag)
);
LOGIC_UNIT L_UNIT (
  .A(A),
  .B(B),
  .clk(clk),
  .rst(rst),
  .Logic_Enable(Logic_Enable),
  .ALU_FUN(ALU_FUN[1:0]),
  .Logic_Out(Logic_Out),
  .Logic_Flag(Logic_Flag)
);
CMP_UNIT C_UNIT (
  .A(A),
  .B(A),
  .clk(clk),
  .rst(rst),
  .CMP_Enable(CMP_Enable),
  .ALU_FUN(ALU_FUN[1:0]),
  .CMP_Out(CMP_Out),
  .CMP_Flag(CMP_Flag)
);
SHIFT_UNIT S_UNIT(
  .A(A),
  .B(B),
  .clk(clk),
  .rst(rst),
  .Shift_enable(Shift_Enable),
  .ALU_FUN(ALU_FUN[1:0]),
  .Shift_out(Shift_Out),
  .Shift_Flag(Shift_Flag)
);
endmodule
module ARITHMETIC_UNIT #(parameter WIDTH = 16)(
  input wire  signed  [WIDTH-1:0]   A,B,
  input wire                        Arith_enable,
  input wire                        clk,rst,
  input wire          [1:0]         ALU_FUN,
  output  reg signed  [2*WIDTH:0]   Arith_out,
  output  reg                       Arith_Flag
);
reg  signed  [2*WIDTH:0] Arith_comb;  
reg                    Flag_comb;
always @(posedge clk or negedge rst) begin
  if(!rst) 
    begin
      Arith_Flag <= 1'b0;
      Arith_out <= 'b0;
    end
  else
    begin
      Arith_out <= Arith_comb;
      Arith_Flag <= Flag_comb;
    end
end
always @(*)
begin
  if(Arith_enable)
    begin
      Flag_comb = 1'b1;
      case(ALU_FUN)
        2'b00: Arith_comb = A + B;
        2'b01: Arith_comb = A - B;
        2'b10: Arith_comb = A * B;
        2'b11: Arith_comb = A / B;
      endcase
    end
  else
    begin
      Arith_comb = 'b0;
      Flag_comb = 1'b0;
  end
end
endmodule
module CMP_UNIT #(parameter WIDTH = 16) (
  input wire  [WIDTH-1:0] A,B,
  input wire              clk,rst,
  input wire              CMP_Enable,
  input wire  [1:0]        ALU_FUN,
  output reg  [WIDTH-1:0]  CMP_Out,
  output  reg              CMP_Flag
);
reg [WIDTH-1:0] CMP_comb;
reg             Flag_comb;
always @(posedge clk or negedge rst) begin
  if(!rst) 
    begin
      CMP_Out <= 'b0;
      CMP_Flag <= 1'b0;
    end
  else
    begin
      CMP_Out <= CMP_comb;
      CMP_Flag <= Flag_comb;
    end
end
always @(*)
begin
  if(CMP_Enable)
    begin
      Flag_comb = 1'b1;
      case(ALU_FUN)
        2'b00: CMP_comb = 0;
        2'b01: CMP_comb = (A==B)?1:0;
        2'b10: CMP_comb = (A > B)?2:0;
        2'b11: CMP_comb = (A < B)?3:0;
      endcase
    end
  else
    begin
      CMP_comb = 'b0;
      Flag_comb = 1'b0;
    end
end
endmodule
module DECODER_2_4 (
  input wire  [1:0] ALU_FUN,
  output  reg       Arith_Enable,
  output  reg       Logic_Enable,
  output  reg       CMP_Enable,
  output  reg       Shift_Enable
  );
  always @(*)
  begin
    Arith_Enable = 1'b0;
    Logic_Enable = 1'b0;
    CMP_Enable = 1'b0;
    Shift_Enable = 1'b0;
    case(ALU_FUN)
      2'b00: Arith_Enable = 1'b1;
      2'b01: Logic_Enable = 1'b1;
      2'b10: CMP_Enable = 1'b1;
      2'b11: Shift_Enable = 1'b1;
    endcase
  end
endmodule
module LOGIC_UNIT #(parameter WIDTH = 16) (
  input wire  [WIDTH-1:0] A,B,
  input wire              clk,rst,
  input wire              Logic_Enable,
  input wire  [1:0]        ALU_FUN,
  output reg  [WIDTH-1:0]  Logic_Out,
  output  reg              Logic_Flag
);
reg [WIDTH-1:0] LOGIC_comb;
reg             Flag_comb;
always @(posedge clk or negedge rst) begin
  if(!rst) 
    begin
      Logic_Out <= 'b0;
      Logic_Flag <= 1'b0;
    end
  else
    begin
      Logic_Out <= LOGIC_comb;
      Logic_Flag <= Flag_comb;
    end
end
always @(*)
begin
  if(Logic_Enable)
    begin
      Flag_comb = 1'b1;
      case(ALU_FUN)
        2'b00: LOGIC_comb = A & B;
        2'b01: LOGIC_comb = A| B;
        2'b10: LOGIC_comb = ~(A & B);
        2'b11: LOGIC_comb = ~(A | B);
      endcase
    end
  else
    begin
      LOGIC_comb = 'b0;
      Flag_comb = 1'b0;
    end
end
endmodule
module SHIFT_UNIT #(parameter WIDTH = 16)(
  input wire  signed  [WIDTH-1:0]   A,B,
  input wire                        Shift_enable,
  input wire                        clk,rst,
  input wire          [1:0]         ALU_FUN,
  output  reg signed  [2*WIDTH:0]   Shift_out,
  output  reg                       Shift_Flag
);
reg  signed  [WIDTH-1:0] Shift_comb;  
reg                    Flag_comb;
always @(posedge clk or negedge rst) begin
  if(!rst) 
    begin
      Shift_out <= 1'b0;
      Shift_Flag <= 'b0;
    end
  else
    begin
      Shift_out <= Shift_comb;
      Shift_Flag <= Flag_comb;
    end
end
always @(*)
begin
  if(Shift_enable)
    begin
      Flag_comb = 1'b1;
      case(ALU_FUN)
        2'b00: Shift_comb = A >> 1;
        2'b01: Shift_comb = A << 1;
        2'b10: Shift_comb = B >> 1;
        2'b11: Shift_comb = B << 1;
      endcase
    end
  else
    begin
      Shift_comb = 'b0;
      Flag_comb = 1'b0;
  end
end
endmodule
```
`flow/run.sh`:
```
#!/bin/bash
# OpenROAD 26Q1-2900-gdf79404cd8, Yosys 0.63+post, stock flow scripts
make -C /OpenROAD-flow-scripts/flow DESIGN_CONFIG=/design/flow/config.mk WORK_HOME=/design/flow/orfs finish
```
`flow/config.mk`:
```
export PLATFORM = sky130hd
export DESIGN_NAME = ALU_TOP
export DESIGN_NICKNAME = ALU_TOP
export VERILOG_FILES = /design/flow/design.v
export SDC_FILE = /design/flow/constraint.sdc
export NUM_CORES = 4
export LEC_CHECK = 1
export CORE_UTILIZATION = 50
```
`flow/constraint.sdc`:
```
current_design ALU_TOP

set clk_period 1.0
set clk_io_pct 0.2

create_clock -name clk0 -period $clk_period [get_ports {clk}]

set non_clock_inputs [all_inputs -no_clocks]
set_input_delay [expr $clk_period * $clk_io_pct] -clock clk0 $non_clock_inputs
set_output_delay [expr $clk_period * $clk_io_pct] -clock clk0 [all_outputs]
```
==> flow_summary.yaml <==
# flow metrics
placed_design:
  dp_cells: 9829
  dp_hpwl_um: 180000
  io_buffer_count: 107
  place_worst_setup_slack_ns: -65.60
  place.gp.congestion: 1.12
  post_dp_cell_area_um2: 68100
global_routing:
  grt_usage_pct: 52.1
  grt_max_degree: 39
  grt-ovfl-total: 28
  grt_pass1_vias: 61455
  grt_pass1_wl_um: 353000
floorplan:
  io_pins: 123
  fp-utilization_pct: 50.8
  rows: 109
  die_x_um: 303
  die_h_um: 303
logic_synthesis:
  synth.distinct_cells: 108
  synth-main-ff-cell: "dfrtp_1"
  postSynthCellCount: 6083
  edf_count: 0
  async_reset_ff_share_pct: 100
  yosysCellCount: 6083
  ys_area_um2: 45200
  synth_warnings: 6
  syn_area_per_cell_um2: 7.42
  numSynthFlops: 70
  ys_seq_share_pct: 3.88
  syn_area_um2: 45200
cts:
  cts_max_level: 3
  clockBufferDepth: 2
  clkSinkCount: 70
  cts_buffers: 9
  root_buffer: "clkbuf_16"
outcome:
  stop_stage: "5_1_grt"
  status: "stopped before the end"
  stop_error: "[ERROR GRT-0116] Global routing finished with congestion. Check the congestion regions in the DRC Viewer."
-- cells in the mapped netlist (70+ instances only) --
library cell / number / share of area [%]
a21o_1: 209 / 3.5
a21oi_1: 446 / 4.9
a31oi_1: 92 / 1.3
clkbuf_1: 154 / 1.3
dfrtp_1: 70 / 3.9
fa_1: 264 / 12
ha_1: 696 / 19
inv_1: 464 / 3.9
nand2_1: 603 / 5.0
nand3_1: 117 / 1.3
nand4_1: 71 / 0.98
nor2_1: 617 / 5.1
nor2b_1: 74 / 1.0
nor3_1: 152 / 1.7
o21a_1: 131 / 2.2
o21ai_0: 300 / 3.3
xnor2_1: 290 / 5.6
xor2_1: 173 / 3.4
-- repair_timing --
| action | CTS |
|---|---|
| endpoints found under the hold margin | 70 |
| gates resized | 965 |
| cloned | 7 |
| endpoints found under the setup margin | 137 |
| pin swaps | 441 |
| buffers inserted | 315 |
| hold buffers | 1 |
-- routing by layer --
metal  global-route usage (%)  GRT overflow
met1                     64.3             4
met2                     74.1            10
met3                     24.3             9
met4                     31.2             4
met5                     2.33             1
-- per-stage QoR --
stage / util, % / total power, µW
after global placement: 76.5 / 431000
after floorplan: - / 272000
after detailed placement: 76.5 / 435000
after CTS: 83.9 / 516000
-- logic make-up after synthesis --
logic type,Yosys count,synth area share (%)
other cells,2,0.0166
buf+inv,699,5.99
mux,126,3.38
simple gates,1974,20.3
xor+xnor,463,8.98
compound gates,1789,26.5
fa+ha+maj,960,31.0
flops,70,3.88
Power and IR drop assume default switching activity.
